**flow/config.mk**
```make
export PLATFORM = sky130hd
export DESIGN_NAME = MAC_Unit
export DESIGN_NICKNAME = MAC_Unit
export VERILOG_FILES = /design/flow/design.v
export SDC_FILE = /design/flow/constraint.sdc
export NUM_CORES = 4
export LEC_CHECK = 1
export CORE_UTILIZATION = 30
```
**flow/run.sh**
```bash
#!/bin/bash
# OpenROAD 26Q1-2900-gdf79404cd8, Yosys 0.63+post, stock flow scripts
make -C /OpenROAD-flow-scripts/flow DESIGN_CONFIG=/design/flow/config.mk WORK_HOME=/design/flow/orfs finish
```
**flow/constraint.sdc**
```tcl
current_design MAC_Unit

set clk_period 25.0
set clk_io_pct 0.2

create_clock -name clk0 -period $clk_period [get_ports {clk}]

set non_clock_inputs [all_inputs -no_clocks]
set_input_delay [expr $clk_period * $clk_io_pct] -clock clk0 $non_clock_inputs
set_output_delay [expr $clk_period * $clk_io_pct] -clock clk0 [all_outputs]
```
**flow/design.v**
```verilog
module MAC_Unit #(parameter WIDTH=32) (
    input logic clk,
    input logic reset,
    input  logic [WIDTH-1:0] a,
    input  logic [WIDTH-1:0] b,
    output logic [WIDTH*2-1:0] result
);
    logic [WIDTH-1:0] a_reg, b_reg;
    logic [WIDTH*2-1:0] mult_result;  
    always_ff@(posedge clk or posedge reset) begin
        if (reset) begin
            a_reg <= '0;
            b_reg <= '0;
            result <= '0;
        end else begin
            a_reg <= a;
            b_reg <= b;
            mult_result <= a_reg * b_reg;  
            result <= mult_result + result;  
        end 
    end
endmodule
```
==> flow_summary.yaml <==
# flow metrics
run_status:
  status: "complete, no violations"
timing:
  tightest_slew_ns: 0.8055
  max_freq_mhz: 122.6
  finClkSkew_ns: 0.04124
  setup_viol: 0
  finalMaxSlewViolations: 0
  rsz0062_at_grt: "no"
  final.period_utilization: 0.3263
  hold_violations: 0
  slew_headroom: 0.4618
  tns_ns: 0
  whs_ns: 0.4812
  layout_min_cycle_time_ns: 8.157
floorplan:
  fp_util: 0.3027
  die_w_um: 377.4
  io_pins: 130
  num_rows: 137
  die_y_um: 377.4
  chip_area_mm2: 0.1425
  core_area_mm2: 0.1397
worst_setup_path:
  cpPeakStageDelay_ns: 0.66
  worstPathRequired_ns: 25.28
  worstPathArrival_ns: 8.44
  crit_path_start_kind: "flip-flop"
  cp-end-kind: "flip-flop"
  crit_type: "flip-flop to flip-flop"
  crit_fanout: 32
  crit_path_top_delay_cell: "nor3b_1"
  cp_common_cell: "fa_1"
synthesis:
  top_area_cell: "fa_1"
  yosysWarnings: 1
  synth.avg_cell_area_um2: 9.540
  synthArstFlopShare: 0.6667
  synthFlopType: "dfrtp_1"
  yosysTopAreaCellShare: 0.4247
  numSynthFlops: 192
  ys_cells: 4432
  synth.most_common_cell: "inv_1"
  ys_chip_area_mm2: 0.04228
  netlist_area_mm2: 0.04228
  top_cells_by_count: "inv_1 (921), fa_1 (897), and2_1 (637)"
  synth-edff-count: 64
  synthCells: 4432
  synthTopCellsByArea: "fa_1 (42%), ha_1 (9.6%), and2_1 (9.4%), inv_1 (8.2%), dfrtp_1 (7.6%)"
  synth_cell_type_count: 77
  postSynthSeqShare: 0.1212
route:
  first_pass_iters: 6
  routedWlPerCell_um: 17.94
  drtAntennaViolNets: 0
  drc: 0
  viasPerCell: 4.616
  dr_total_vias: 29130
  drt-total-wl_um: 113200
  num_antenna_cells: 0
  drt_iter0_drc: 1167
global_routing:
  antenna_found_initial: 5
  met1_usage: 0.2283
  grt_pass1_vias: 31930
  grt_usage: 0.1737
  grt_pass1_wl_um: 180900
  use_met3: 0.06538
  overflow: 0
  grt_max_degree: 53
  use_met2: 0.2843
  grt-busiest-layer: "met2"
clock_tree:
  worstSkewPairLatency_ns: 0.55
  cts_setup_buffers: 0
  h-tree-depth: 4
  cts.sinks: 192
  cts_max_path_buffers: 2
  cts.reportedPaths.clkPinSlew_ns: 0.11
  cts_tree: "yes"
  numCtsBuffers: 17
  cts_hold_buf: 0
  cts_root_buffer: "clkbuf_16"
  ctsResizeCount: 0
min_path:
  min_path_type: "flip-flop to flip-flop"
placement:
  io_buffers: 129
  dpl.hpwl_um: 90760
  place_congestion: 0.9226
  placed_area_mm2: 0.04558
final_layout:
  top_regs: "mult_result: 64 flops, result: 64 flops"
  drive_above_1_share: 0.03000
  final_util: 0.3304
  n_fill_cell: 14080
  final_cell_area_mm2: 0.04616
  area_delta_synth_final_pct: 9.179
flow_run:
  tool_warnings: 25
  cap_violations: 0
[layout make-up]
cell class | instances | area (um^2) | area share
flip-flops and latches | 192 | 5125 | 0.1110
clock buffers | 19 | 442.9 | 0.009595
clock inverters | 13 | 138.9 | 0.003008
repair buffers | 197 | 1802 | 0.03903
well taps | 1876 | 2347 | 0.05085
inverters | 921 | 3465 | 0.07505
multi-input cells | 3092 | 32840 | 0.7115
[per-stage QoR]
stage	std cells	worst slack, ns
CTS	6310	16.84
detailed placement	6278	16.84
finish	6310	16.84
global placement	6278	16.85
global route	6310	16.42
floorplan	4432	14.88
[logic make-up after synthesis]
kind of cell	count (synthesis)	share of synthesized area
xor gates and xnor gates	124	0.02568
DFF	192	0.1212
and+or+nand+nor	1314	0.1610
muxes	1	0.0002367
adders and majority gates	1223	0.5212
AOI/OAI and AO/OA	430	0.06871
buffers and inverters	1148	0.1020
[layout by cell type (no fill, tap or decap), types with 4 or more instances in the layout]
cell,synthesis,final
o21bai_1,28,28
and2_1,637,637
fa_1,897,897
a41oi_1,5,5
o21a_1,12,12
dfrtp_1,128,128
buf_4,0,68
edfxtp_1,64,64
nand3_1,19,19
inv_8,0,6
xor2_1,49,49
nor2b_1,8,8
o41ai_2,4,4
a31oi_1,21,21
nand4_1,18,18
o211ai_1,5,5
nor3_1,14,14
clkbuf_16,0,17
clkdlybuf4s50_1,0,129
o31ai_1,5,5
inv_1,921,920
xnor2_1,75,75
ha_1,326,326
nand2_1,500,500
and4_1,4,4
a21o_1,84,84
a21oi_1,131,131
nor4_1,4,4
or3_1,6,6
o21ai_1,25,25
a211oi_1,9,9
nor2_1,63,63
and3_1,17,17
nand2b_1,10,10
o21ai_0,50,50
[critical path: cells and delay by family, from the launching register on]
| family | cells | cell delay, ns |
|---|---|---|
| buf+inv | 5 | 0.65 |
| fa+ha+maj | 9 | 4.36 |
| flops | 1 | 0.33 |
| compound gates | 3 | 0.65 |
| xor+xnor | 1 | 0.15 |
| simple gates | 7 | 1.77 |
[routing by layer]
metal,routed length [um],share of wire,vias to the layer above
met5,46,0.00041,-
met4,2199,0.019,8
met3,9617,0.085,112
met2,55790,0.49,876
met1,45540,0.40,14830
li1,-,-,13300
[path summary, 6_finish.rpt]
check                                from         endpoint  slack, ns  cells after the start
max in group asynchronous           reset       result[29]      17.96                      5
hold / removal             mult_result[0]        result[0]       0.48                      1
setup reg to reg                a_reg[19]  mult_result[56]      16.84                     25
setup / recovery                a_reg[19]  mult_result[56]      16.84                     25
min in group asynchronous           reset       result[51]       4.87                      2
hold reg to reg            mult_result[0]        result[0]       0.48                      1
